## /design/flow/design.v

```verilog
module count (Q,clk,res_n,t);
input clk,res_n;
output [3:0]Q;
input t;
reg [3:0]w; 
always @ (posedge clk or negedge res_n)
begin
if (res_n == 0)
w<= 4'b0000;
else
case(t)
1'b1:
begin
if(w>=4'b0000 && w<=4'b1010 )
w<=w+4'b0001;
else
w <= 4'b0000;
end
1'b0:
begin
if(w>4'b0000 && w<4'b1010 )
w<=w+4'b0001;
else
w <= 4'b0000;
end
default : w<=4'b0000;
endcase
end
assign Q =w;
endmodule
```

## /design/flow/run.sh

```bash
#!/bin/bash
# OpenROAD 26Q1-2900-gdf79404cd8, Yosys 0.63+post, stock flow scripts
make -C /OpenROAD-flow-scripts/flow DESIGN_CONFIG=/design/flow/config.mk WORK_HOME=/design/flow/orfs finish
```

## /design/flow/config.mk

```make
export PLATFORM = sky130hd
export DESIGN_NAME = count
export DESIGN_NICKNAME = count
export VERILOG_FILES = /design/flow/design.v
export SDC_FILE = /design/flow/constraint.sdc
export NUM_CORES = 4
export LEC_CHECK = 1
export CORE_AREA = 10 10 70 70
export DIE_AREA = 0 0 80 80
```

## /design/flow/constraint.sdc

```tcl
current_design count

set clk_period 1.5
set clk_io_pct 0.2

create_clock -name clk0 -period $clk_period [get_ports {clk}]

set non_clock_inputs [all_inputs -no_clocks]
set_input_delay [expr $clk_period * $clk_io_pct] -clock clk0 $non_clock_inputs
set_output_delay [expr $clk_period * $clk_io_pct] -clock clk0 [all_outputs]
```

==> run_results.csv <==
group,metric,value,unit
floorplanning,dieHeight,80,um
critical_path,path_max_fanout,5,
yosys,netlist_instances,19,
status,status,"complete, no violations",
yosys,ys_sh_simple,21.7,%
cts,cts_root_buf,"clkbuf_4",
run,maxCapViolCount,0,
yosys,synthDistinctLibCells,10,
cts,hold_buffers,0,
floorplanning,fp.coreArea,3420,um2
placement,io_buffers,6,
pwr,power.total,665,uW
pwr,switching_share,31.8,%
routing,route.detailed.drc,0,
final_timing,hold_viol_final,0,
routing,drt-initial-drc-count,5,
critical_path,startpoint,"w[3]",
final_timing,slew_violations,0,
final_layout,drive_above_1_share,21.4,%
critical_path,path_class,"flip-flop to output port",
pwr,peakVddDrop,638,uV
yosys,yosys_warnings,1,
cts,cts_tree,"yes",
final_layout,top_regs,"w: 4 flops",
cts,cts_sinks,4,
final_layout,lay_top_count,"clkdlybuf4s50_1",
critical_path,critPathLaunchType,"flip-flop",
cts,clock_path_buffers,2,
final_layout,fin_util,10.6,%
yosys,ys.flops,4,
final_timing,period_minus_slack,1.45,ns
pwr,p_leak,0.000148,uW
pwr,combPwrFrac,42.5,%
pwr,seq_power_share,37.6,%
cts,insertion_delay,0.24,ns
min_path,hold_path.class,"input port to asynchronous set/reset pin",
critical_path,end_kind,"output port",
final_timing,worst_hold_slack,0.268,ns
pwr,p_clk_share,20.0,%
cts,clkTransAtPathRegs,0.04,ns
final_layout,syn_to_final_growth,65.1,%
routing,viasPerCell,2.43,
final_layout,largest-register,"w",
final_layout,fill_cells,413,
placement,dpl.hpwl,412,um
grt,track_usage,1.85,%
grt,grt_first_pass_wirelength,924,um
cts,cts_setup_buffers,0,
final_timing,worst_slack,0.0515,ns
final_timing,slew_headroom,84.5,%
floorplanning,ios,7,
floorplanning,fp_util,6.41,%
final_timing,clock.fmax,690,MHz
routing,first_pass_iters,4,
final_timing,rsz0062_at_grt,"false",
pwr,cellPowerDensity,1840,nW/um2
final_timing,min_period_over_period,96.6,%
pwr,p_int,453,uW
yosys,ys_sh_aoi,8.00,%
yosys,adder_share,17.1,%
routing,routedWlPerCell,7.09,um
critical_path,arrival,1.15,ns
placement,place_congestion,0.755,
critical_path,slowest_stage,"clkdlybuf4s50_1",
pwr,p_sw,211,uW
critical_path,cpPeakStageDelay,0.51,ns
yosys,synthesis.area,219,um2
final_layout,largest_reg_flops,4,
cts,htreeDepth,1,
floorplanning,rows,21,
yosys,mux_share,0,%
yosys,syn_area_per_cell,11.5,um2
yosys,ys_sh_xor,4.00,%
floorplanning,chipArea,6400,um2
cts,cts_buffers,3,
grt,grt_max_degree,7,
routing,postRouteAntennaNets,0,
final_timing,setup_viol,0,
final_layout,most-common-layout-cells,"6 x clkdlybuf4s50_1, 3 x and3_1, 3 x ha_1, 3 x clkbuf_4",
yosys,yosys-stat-area,219,um2
final_timing,worst_pin_slew,0.230,ns
grt,grt_pass1_vias,201,
placement,detailedPlace.worstSlack,-0.0147,ns
routing,via_count,180,
yosys,top_logic_kind,"simple AND/OR/NAND/NOR gates",
critical_path,crit_buf_inv,1,
final_timing,skew,0.00378,ns
grt,overflow,0,
critical_path,rr_startpoint,"w[0]",
run,warnings,27,
routing,n_antenna_cell,0,
yosys,seq_area_frac_synth,45.7,%
grt,antenna_found_initial,0,
critical_path,crit_family,"buffers and inverters",
final_timing,setup_tns,0,ns
critical_path,required,1.20,ns
yosys,yosys_cells,19,
floorplanning,die_x,80,um
routing,drt-total-wl,525,um
critical_path,worstPathCellList,"clkdlybuf4s50_1",
==> cell type report <==
type | count | area (um2) | area share, %
sequential | 4 | 103 | 28.4
tap | 46 | 57.6 | 15.9
timing repair buffer | 6 | 60.1 | 16.6
multi-input combinational | 13 | 111 | 30.8
inverter | 2 | 7.51 | 2.08
clock buffer | 3 | 22.5 | 6.23
==> power groups by stage <==
stage | clock network (uW) | logic [uW] | registers [uW]
4_1_cts | 139 | 287 | 242
5_1_grt | 144 | 334 | 265
6_report | 133 | 282 | 250
==> kinds of logic (layout without fill, tap and decap cells) <==
kind of cell	Yosys count	count (layout)
compound gates	3	3
xor+xnor	1	1
fa+ha+maj	3	3
buf+inv	2	11
flops	4	4
simple gates	6	6
==> layer usage <==
layer	share of wire [%]	wire, um	track usage [%]	vias up
met5	0	0	0	-
met4	1.9	10	0.704	0
met3	18	96	1.93	2
met2	27	141	1.77	9
met1	53	277	2.46	84
li1	-	-	-	85
==> path summary, 6_finish.rpt <==
check | end | slack (ns) | cells past startpoint
hold reg to reg | w[3] | 0.59 | 2
setup reg to reg | w[0] | 0.08 | 4
min in group clk0 | w[3] | 0.59 | 2
setup / recovery | Q[3] | 0.05 | 1
max in group asynchronous | w[1] | 1.04 | 1
hold / removal | w[3] | 0.27 | 1
==> Yosys cell counts <==
| cell type | count | share of area [%] |
|---|---|---|
| a21boi_0 | 1 | 3.4 |
| and3_1 | 3 | 8.6 |
| dfrtp_1 | 4 | 46 |
| ha_1 | 3 | 17 |
| inv_1 | 2 | 3.4 |
| nand2b_1 | 1 | 2.9 |
| nand4b_1 | 1 | 4.0 |
| o21ai_0 | 2 | 4.6 |
| or4b_4 | 1 | 6.3 |
| xor2_1 | 1 | 4.0 |
==> stage by stage <==
step                      std cells  cell area, um2
final                            74             362
after global routing             74             362
after detailed placement         71             337
after floorplan                  19             219
after CTS                        74             359
after global placement           71             337
==> what timing repair did <==
action / CTS / global route
endpoints found under the setup margin: 0 / 5
gates resized: 0 / 3
endpoints found under the hold margin: 0 / 0
Power and IR drop assume default switching activity.
