`/design/flow/run.sh`:
```
#!/bin/bash
# OpenROAD 26Q1-2900-gdf79404cd8, Yosys 0.63+post, stock flow scripts
make -C /OpenROAD-flow-scripts/flow DESIGN_CONFIG=/design/flow/config.mk WORK_HOME=/design/flow/orfs finish
```
`/design/flow/config.mk`:
```
export PLATFORM = sky130hd
export DESIGN_NAME = counter
export DESIGN_NICKNAME = counter
export VERILOG_FILES = /design/flow/design.v
export SDC_FILE = /design/flow/constraint.sdc
export NUM_CORES = 4
export LEC_CHECK = 1
export CORE_AREA = 10 10 70 70
export DIE_AREA = 0 0 80 80
```
`/design/flow/constraint.sdc`:
```
current_design counter

set clk_period 1.2
set clk_io_pct 0.2

create_clock -name clk0 -period $clk_period [get_ports {clk}]

set non_clock_inputs [all_inputs -no_clocks]
set_input_delay [expr $clk_period * $clk_io_pct] -clock clk0 $non_clock_inputs
set_output_delay [expr $clk_period * $clk_io_pct] -clock clk0 [all_outputs]
```
`/design/flow/design.v`:
```
module counter (
    clk,
    out,
    rst_n,
    trigger
);
input wire clk; 
input wire rst_n;
input wire trigger;
output wire [3:0] out;
reg [3:0] counter;
always @(posedge clk or negedge rst_n) begin
    if(!rst_n) begin
        counter <= 4'b0000;
    end
    else begin
        if(trigger) begin
            if(counter>=4'b000 && counter < 4'b1010) begin
                counter <= counter + 4'b0001;
            end
            else begin
                counter <= 4'b0000;
            end
        end
        else begin
            if(counter>4'b000 && counter < 4'b1010) begin
                counter <= counter + 4'b0001;
            end
            else begin
                counter <= 4'b0000;
            end
        end
    end
end
assign out = (counter <= 4'b1010) ? counter : 4'b0000;
endmodule
```
==> results.tsv <==
metric	value	unit
cp.arrival	1.22	ns
reg2reg_slack	-0.21	ns
r2r_start	counter[1]$_DFF_PN0_	
ys_chip_area	285.3	um^2
path_class	register to primary output	
critPathRequiredTime	0.96	ns
hold_path_class	primary input to async pin	
die_w	80	um
first_global_vias	333	
area_growth	105.3	%
r2r_end	counter[1]$_DFF_PN0_	
ff2ff_path_depth	7	
grt_setup_unrepaired	yes	
max-vdd-ir-drop	0.4732	mV
start_kind	register	
grt_first_pass_wirelength	1380	um
ctsRootBufferMaster	clkbuf_4	
clk_pin_slew_worst_paths	0.04	ns
largestRegisters	counter: 4 flops	
antennaDiodeCount	0	
cp_num_buf_inv	2	
ys_types	17	
async_flop_share	1.000	
top_cell_area_share	0.3509	
finalHoldViolCount	0	
fillers	374	
ctsHoldBuffers	0	
cts_htree_levels	1	
regArea	102.6	um^2
die_area	6400	um^2
placed_area	459.2	um^2
netlist_top_cells_count	4 x dfrtp_1, 3 x ha_1, 3 x nand2_1	
final.min_clock_period	1.464	ns
die_h	80	um
initial_utilization	0.08352	
fin_util	0.1714	
timing.fmax	682.9	MHz
cts_made_buffers	3	
endpoint_kind	primary output	
syn_area	285.3	um^2
grt_overflow	0	
drtPass1Iterations	3	
p_leak	0.2570	nW
clk_path_buf_depth	2	
syn_area_per_cell	10.19	um^2
crit_chain	inv_2 > ha_4 > nor2b_4 > o21a_1 > nor2_1 > buf_2	
log.warning_count	29	
design_area	585.6	um^2
cp_slowest_cell	dfrtp_1	
maxCapViolCount	0	
antenna_left	0	
syn_inst	28	
viasPerCell	3.010	
logic_area	210.2	um^2
topCellsByArea	dfrtp_1 35%, ha_1 13%, nor2b_4 9.6%	
top_area_cell	dfrtp_1	
setup_viol	6	
status	complete, but fails checks	
rows	21	
timing.slew.headroom	0.8697	
clkLatencyLatePin	0.23	ns
vias	298	
worst_hold_slack	0.2130	ns
timing.critical_path.to	out[0]	
wl_per_cell	8.111	um
finalWorstSetupSlack	-0.2644	ns
yosys_cells	28	
coreArea	3416	um^2
top_register	counter	
grt_max_degree	7	
startpoint	counter[0]$_DFF_PN0_	
finalClockSkew	0.0005731	ns
drv_slew	0	
critPathTopFamily	flip-flops	
cp_max_fo	2	
finalPower	1.552	mW
ys_seq_elements	4	
synthFlopType	dfrtp_1	
synth_top_cell_by_count	dfrtp_1	
grt_use_total	0.02644	
io_buffers	6	
post-place-ws	-0.4415	ns
edf_count	0	
finalCritPeriodShare	1.220	
gp_congestion	0.7718	
ys_seq_share	0.3509	
largest_register_ff_count	4	
antenna_found_initial	0	
post-route-drc-count	0	
drt_iter0_drc	12	
power.density	2650	nW/um^2
io_pins	7	
totalWireLength	803	um
violations	setup timing	
critPathMaxStageDelay	0.38	ns
tightest_slew	0.1938	ns
cp.depth	6	
cts_tree	yes	
synth_warnings	1	
drive_above_1_share	0.7547	
cts_sinks	4	
dp_hpwl	546.1	um
## power breakdown
group	switching (mW)	internal (mW)	total [mW]	leakage [nW]
Combinational	0.446	0.671	1.12	0.196
Clock	0.0495	0.112	0.161	0.0138
Sequential	0.0627	0.211	0.274	0.0474
## kinds of logic after synthesis
family,synth area share
flops,0.3509
simple gates,0.2193
compound gates,0.2193
fa+ha+maj,0.1316
buf+inv,0.07894
## cells in the final DEF (no fill, tap or decap), types with 2 or more instances in the layout
master            n
inv_2             2
ha_4              2
dfrtp_2           2
nand2_1           2
o311a_1           2
dfrtp_1           2
nor2b_4           2
buf_4            14
buf_6             3
clkdlybuf4s50_1   2
buf_2             4
clkbuf_4          3
## worst reg2reg max path: cells and delay by family, from the launching register on
| family | cells | cell delay, ns |
|---|---|---|
| simple gates | 1 | 0.06 |
| fa+ha+maj | 1 | 0.12 |
| flops | 1 | 0.43 |
| buf+inv | 4 | 0.39 |
| compound gates | 1 | 0.29 |
## area by class of cell
class | instances | area share
Clock buffer | 3 | 0.03846
Inverter | 3 | 0.02350
Multi-Input combinational cell | 20 | 0.3590
Sequential cell | 4 | 0.1752
Tap cell | 46 | 0.09829
Timing Repair Buffer | 23 | 0.3056
## stage by stage
step                      std cells  TNS (ns)
after CTS                        97    -1.130
after global placement           88    -1.321
after floorplan                  28         0
final                            99    -1.339
after detailed placement         88    -1.347
after global routing             99    -1.696
## worst min path at each step
stage	from	end	cells past startpoint
finish	rst_n	counter[0]$_DFF_PN0_	1
CTS	rst_n	counter[2]$_DFF_PN0_	1
global route	rst_n	counter[2]$_DFF_PN0_	1
## what timing repair did
action | 4_1_cts | 5_1_grt
gates resized | 25 | 4
setup buffers | 7 | 2
pin swaps | 7 | 5
endpoints found under the setup margin | 7 | 7
## metal layers
| metal | track usage | wire length [um] |
|---|---|---|
| met5 | 0 | 0 |
| met1 | 0.02670 | 329 |
| met2 | 0.04093 | 381 |
| met3 | 0.01932 | 92 |
| met4 | 0.01056 | 0 |
Power is estimated from default activity; no workload was simulated.
