==> ./design.v <==
module vend (in,clk,out,res,change);
input [1:0]in;  
input clk;
input res;
output reg  out;
output reg [1:0] change;  
parameter s0=2'b00,s1=2'b01,s2=2'b10,s3=2'b11;   
reg [1:0]ps,ns;
always @ (posedge clk)
begin
if (res ==1)
begin
ps <=0;
ns <= 0;
end
else
begin
ps<=ns;
case (ps)
s0: if (in == 2'b00)
begin
ns<=s0;
out <=0;
change<=2'b00;
end
else if (in == 2'b01)
begin
ns<=s1;
out <=0;
change <=2'b00;
end
else if (in == 2'b10)
begin
ns<=s2;
out <=1;
change<=2'b01;
end
else
begin 
if (in == 2'b11)
begin
ns<=s3;
out <=1;
change <=2'b10;
end
end
s1: if (in == 2'b00)
begin
ns<=s0;
out <=0;
change<=2'b01;
end
else if (in == 2'b01)
begin
ns<=s2;
out <=0;
change <=2'b00;
end
else 
begin
if (in == 2'b10)
begin
ns<=s0;
out <=1;
change<=2'b10;
end
end
s2: if (in == 2'b00)
begin
ns<=s0;
out <=1;
change<=2'b01;
end
else 
begin
if (in == 2'b01)
begin
ns<=s0;
out <=1;
change <=2'b10;
end
end
s3: if (in == 2'b00)
begin
ns<=s0;
out <=1;
change<=2'b10;
end
else 
begin
ns<=s0;
out <=0;
end
default : 
begin
ns<=s0;
out<=0;
change <=2'b00;
end
endcase
end
end
endmodule
==> ./run.sh <==
#!/bin/bash
# OpenROAD 26Q1-2900-gdf79404cd8, Yosys 0.63+post, stock flow scripts
make -C /OpenROAD-flow-scripts/flow DESIGN_CONFIG=/design/flow/config.mk WORK_HOME=/design/flow/orfs finish
==> ./config.mk <==
export PLATFORM = sky130hd
export DESIGN_NAME = vend
export DESIGN_NICKNAME = vend
export VERILOG_FILES = /design/flow/design.v
export SDC_FILE = /design/flow/constraint.sdc
export NUM_CORES = 4
export LEC_CHECK = 1
export CORE_AREA = 10 10 70 70
export DIE_AREA = 0 0 80 80
==> ./constraint.sdc <==
current_design vend

set clk_period 1.5
set clk_io_pct 0.2

create_clock -name clk0 -period $clk_period [get_ports {clk}]

set non_clock_inputs [all_inputs -no_clocks]
set_input_delay [expr $clk_period * $clk_io_pct] -clock clk0 $non_clock_inputs
set_output_delay [expr $clk_period * $clk_io_pct] -clock clk0 [all_outputs]
==> notes.md <==
Implementation results are summarized by area below.

Timing
The worst hold slack after final layout is between 0.4 and 0.5 ns. The actual slew at the worst max-slew pin is about 0.4 ns. The post-route minimum period is 1.31 ns. The total of endpoints with negative setup slack in the final report is 0.

Setup repair after global routing left no endpoint under its margin. Derived from the worst setup path, the maximum achievable clock frequency is roughly 760 MHz. The final timing summary puts the cycle share of the worst path at about 87%. Checking max transition, the worst relative margin is about three quarters.

Endpoints failing hold in the final report were tallied at 0. The max-slew violation count is 0. The final clock skew is about 0.0039 ns. The setup TNS is 0 ns.

Clock tree
The TritonCTS clock tree is done. The skew report gives the latency at the later pin of the worst-skew pair as ~0.25 ns. Buffers inserted to repair hold after CTS numbered 0. Per the CTS log, the maximum H-tree level is 1.

Counting along the longest clock path gives a buffer depth of 2. The number of buffers inserted to repair setup after CTS is 0. The root buffer selected by CTS is sky130_fd_sc_hd__clkbuf_4. The count of instances resized after the clock tree is built is 0. The clock buffer count from CTS is 3. The CTS sink count is 7. The clock-pin slew on the worst setup and hold paths is ~0.050 ns.

Worst hold path
The type of the tightest min-delay check is reg -> reg.

Critical path
The largest incremental delay on the critical path is 0.46 ns. The cell family contributing the most delay on the critical path is buffers and inverters. STA classifies the critical path startpoint as a flip-flop. The cell sequence reported for the critical path is clkdlybuf4s50_1.

The largest fanout on the critical path is 1. The critical path data arrival time is 1.01 ns. The total buffers and inverters traversed by the critical path is 1. The class of the most critical setup path is reg -> out. The library cell contributing the largest single delay on the critical path is sky130_fd_sc_hd__clkdlybuf4s50_1. The required time at the endpoint of the critical path is between 1 and 1.5 ns. The sort of element at the end of the critical path is a primary output.

Pwr
After layout, the design draws a total of approximately 0.46 mW. The maximum ir drop on the vdd rail is 0.168 mV. The reported leakage power is 0.183 nW. The cell area power density is 905 nW/µm².

Drt
The DRC violation count after routing is 0. In the detailed route, the total length drawn on met3 is between 60 and 70 µm. The via total after detailed routing is 277. The first-pass detailed-route iteration total is 4. The detailed route wirelength on metal2 is 336 µm. Per the post-route antenna check, the number of violating nets is 0. Wires add up to between 600 and 700 µm. In the routed netlist, the antenna diode instances number 0. The highest metal layer with signal wires is met3. The detailed router finished its first iteration with 36 violations. TritonRoute output was used to compute an average wire per cell of 7.13 µm.

The routed design shows a via density per instance of about 2.9. The post-route met1 wirelength is 271 µm.

Global routing
The number of global-route vias before repair is approximately 280. The number of antenna violations at the first check in global routing came to 0. The maximum number of pins on one net before global-route repair is 12. The global-route total usage across every layer is 2.12%. The wire length of the first global-routing pass is between 1000 and 1500 µm. The overflow left after global routing is 0.

Synthesis
The main area contributors are sky130_fd_sc_hd__edfxtp_1 24%, sky130_fd_sc_hd__dfxtp_1 21%, sky130_fd_sc_hd__buf_6 8.8%, sky130_fd_sc_hd__nor2_1 6.9%, sky130_fd_sc_hd__a21oi_1 6.5%. Counting the warning lines in the Yosys log gives 1. The synthesis stat section lists a flop and latch total of 7. After synthesis the cells add up to ~380 µm². The library cell with the largest summed area after synthesis is sky130_fd_sc_hd__edfxtp_1. The number of unique standard cell types used by synthesis is 19. The post-synthesis area per instance is 9.57 µm². Of the synthesized area, sequential elements account for between 40% and 50%. The top-area cell type share of the netlist area is 23.5%.

Synthesis produced roughly 40 cells. In the synthesis report, Yosys lists the chip area as roughly 380 µm². The synthesized netlist was found by Yosys to have 40 cells.

Placement
The routability-driven placement congestion ratio is about 0.76. Per the placement log, port buffering inserted 6 buffers. According to the dpl log, the detail-placed design has an HPWL of around 520 µm. The placed standard-cell area is roughly 480 µm².

Finish
The fraction of layout instances using a drive strength above 1 is 16.3%. In this run the layout overhead on the synthesized area is reported as 32.7%. The finished cells cover 508 µm². Counting the fill cells in the layout gives just under 400.

Among logic cells in the layout, the one with the most instances is sky130_fd_sc_hd__nor2_1. Leaving out fill and tap cells, the most frequent cells in the layout are 7 x sky130_fd_sc_hd__nor2_1, 6 x sky130_fd_sc_hd__clkdlybuf4s50_1, 5 x sky130_fd_sc_hd__a21oi_1.

Floorplan
The height of the die is approximately 80 µm. In this run the full chip footprint comes out at around 6400 µm². From left edge to right edge, the die measures about 80 µm. The initialized floorplan defines 21 standard-cell rows. The top-level port count is 7. The share of the core area taken by cells at floorplan is roughly 11%. The region available for standard cell placement spans roughly 3400 µm².

Outcome
The run finished with clean final reports.

Run
The reported max-cap violation count is 0. The OpenROAD warning count is 25.
flip-flops by register name, summed over array words and instances (netlist names):
register	cells
ns	2
ps	2
out	1
change	2
cell usage after synthesis (all sizes together):
library cell,instances
nor2,7
edfxtp,3
o21bai,1
xor2,1
a32oi,1
nand2,3
a21oi,5
nor2b,3
o21ai,1
o31ai,1
a31oi,1
buf,4
dfxtp,4
mux2i,1
and2b,1
o211ai,2
inv,1
routing by layer:
metal / vias up / global-route usage, %
met4: 0 / 0.880
li1: 154 / -
met2: 6 / 3.61
met5: - / 0
met1: 117 / 2.22
met3: 0 / 0.909
layout make-up:
cell class | count | area (µm²) | share of cell area (%)
multi-input combinational | 28 | 168 | 33.0
sequential | 7 | 170 | 33.5
inverter | 1 | 3.75 | 0.739
tap | 46 | 57.6 | 11.3
timing repair buffer | 9 | 82.6 | 16.3
clock buffer | 4 | 26.3 | 5.17
kinds of logic (layout without fill, tap and decap cells):
family                 count (synthesis)  in the layout  share of synthesized area (%)
AND/OR/NAND/NOR                       14             14                           19.3
AND-OR/OR-AND                         12             12                           19.6
flip-flops                             7              7                           44.4
buffers and inverters                  5             14                           11.8
XOR/XNOR                               1              1                           2.29
multiplexers                           1              1                           2.61
per-stage QoR:
stage | setup WS [ns] | cells | util [%]
6_report | 0.189 | 95 | 14.9
2_1_floorplan | 0.387 | 40 | -
5_1_grt | 0.141 | 95 | 14.9
3_5_place_dp | -0.0157 | 91 | 14.1
3_3_place_gp | -0.000273 | 91 | 14.1
4_1_cts | 0.170 | 95 | 14.9
worst reg2reg max path, stage by stage, from the launching register on:
cell and delay [ns]:
sky130_fd_sc_hd__dfxtp_1 0.56, sky130_fd_sc_hd__nor2b_4 0.07, sky130_fd_sc_hd__o21bai_1 0.16, sky130_fd_sc_hd__a21oi_1 0.17
final timing paths:
kind                            to  cells past startpoint  slack, ns                 from
setup / recovery         change[0]                      1       0.19  change[0]$_DFFE_PP_
hold / removal    ps[1]$_SDFF_PP0_                      1       0.46   ns[1]$_SDFFE_PP0P_
setup reg to reg     out$_DFFE_PP_                      3       0.24     ps[0]$_SDFF_PP0_
hold reg to reg   ps[1]$_SDFF_PP0_                      1       0.46   ns[1]$_SDFFE_PP0P_
report_power, final:
part / switching (mW) / internal, mW / total (mW)
registers: 0.0112 / 0.215 / 0.226
logic: 0.0271 / 0.0418 / 0.0689
clock network: 0.0640 / 0.101 / 0.165
No activity file was given, so power comes from the tool's default toggle rates.
